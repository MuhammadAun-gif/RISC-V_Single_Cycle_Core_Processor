<file path="design/flow/design.v">
module instruction_memory(RD,A,rst);
       output [31:0] RD;
       input [31:0] A;
       input rst;
       reg [31:0] Mem [31:0] ;
       assign RD = (~rst) ? 32'h00000000: Mem[A[31:2]] ;  
      initial begin
         Mem[0]  = 32'h00500113;
         Mem[1]  = 32'h00C00193;
         Mem[2]  = 32'hFF718393;
         Mem[3]  = 32'h0023E233;
         Mem[4]  = 32'h0041F2B3;
         Mem[5]  = 32'h004282B3;
			Mem[6]  = 32'h02728863;
			Mem[7]  = 32'h0041A233;
			Mem[8]  = 32'h00020463;
			Mem[9]  = 32'h00000293;
			Mem[10] = 32'h0023A233;
			Mem[11] = 32'h005203B3;
			Mem[12] = 32'h402383B3;
			Mem[13] = 32'h0471AA23;
			Mem[14] = 32'h06002103;
			Mem[15] = 32'h005104B3;
			Mem[16] = 32'h008001EF;
			Mem[17] = 32'h00100113;
			Mem[18] = 32'h00910133;
			Mem[19] = 32'h0221A023;
			Mem[20] = 32'h00210063;
      end
endmodule
</file>
<file path="design/flow/run.sh">
#!/bin/bash
# OpenROAD 26Q1-2900-gdf79404cd8, Yosys 0.63+post, stock flow scripts
make -C /OpenROAD-flow-scripts/flow DESIGN_CONFIG=/design/flow/config.mk WORK_HOME=/design/flow/orfs finish
</file>
<file path="design/flow/config.mk">
export PLATFORM = sky130hd
export DESIGN_NAME = instruction_memory
export DESIGN_NICKNAME = instruction_memory
export VERILOG_FILES = /design/flow/design.v
export SDC_FILE = /design/flow/constraint.sdc
export NUM_CORES = 4
export LEC_CHECK = 1
export CORE_AREA = 10 10 70 70
export DIE_AREA = 0 0 80 80
</file>
<file path="design/flow/constraint.sdc">
current_design instruction_memory

set clk_period 2.5
set clk_io_pct 0.2

create_clock -name clk0 -period $clk_period

set non_clock_inputs [all_inputs -no_clocks]
set_input_delay [expr $clk_period * $clk_io_pct] -clock clk0 $non_clock_inputs
set_output_delay [expr $clk_period * $clk_io_pct] -clock clk0 [all_outputs]
</file>
==> results.txt <==
Update from the flow run.

The final sequential cell count is 0. The number of cells on the worst hold path is listed as 3. The tally of nets with antenna violations remaining after routing is 0. The synthesis area per yosys is 778.2 µm². The number of warnings reported in the yosys synthesis log is 1. The DRC violation count after routing is 0. The mean instance size in the synthesized netlist is 6.767 µm². The last timing report of the flow puts the setup violation total at 0. The worst path needs 2.445 ns of the cycle, external delays included.

Per the run summary, max-cap violations total 0. The routed design shows a wire length per standard cell of about 14 µm. Per the OpenROAD floorplan log, the area of the core is ~0.0034 mm². The top cell type by area accounts for 12.86% of the synthesized area.

After synthesis, the netlist uses 37 different library cells. Sequential cells account for 0% of the total power. Derived from the worst setup path, the maximum achievable clock frequency is 0.4090 GHz. The cell internal power dissipation is 0.0001141 W. The switching share of total power is a little under half. The global-route wire length before repair is ~5.1 mm. Per the OpenROAD floorplan log, the width of the die is about 80 µm. The analysis attributes to net switching a power of 0.00009483 W. Antenna repair during routing inserted a diode count of 0.

Per the post-synthesis report, the number of cells in the design is 115. The area used by sequential logic in the layout is 0 µm². The biggest area contributor in the post-synthesis netlist is sky130_fd_sc_hd__ha_1. The synth_stat.txt file lists the number of cells as 115. In this run the VDD rail shows a maximum IR drop of 0.07287 mV. STA classifies the critical path endpoint as an output pin.

The routed via count is 1023. Of the total power, combinational logic draws ~100%. By area the synthesized netlist is led by sky130_fd_sc_hd__ha_1 13%, sky130_fd_sc_hd__buf_4 11%, sky130_fd_sc_hd__a21oi_1 5.8%, sky130_fd_sc_hd__nor2_1 5.3%, sky130_fd_sc_hd__a211oi_1 4.8%.

In this run the power density over the cells is 142.1 mW/mm². Pin placement for this block handled 65 I/O pins. The total global routing overflow is 0. The arrival time of data at the worst endpoint is listed as 1.95 ns. In the setup report, the worst path falls into the class input port to output pin.

The class of the tightest hold or removal check is input port to output pin. The kind of start point of the critical path is an input port. The number of clock-tree buffers in the layout is 0.

The maximum fanout along the worst path is 3. Excluding fillers, the count of instances in the completed layout stands at 220. The detailed router finished its first iteration with between 60 and 70 violations. Setup repair after global routing could not meet its margin everywhere.

The power report attributes to the clock group a share of 0%. After detailed placement, the design holds a cell count of 217. The period utilization is 97.81%. Between the synthesized netlist and the finished layout, the area growth was recorded as 88.91%. The detailed router reported a total wirelength of 3.059 mm. Overall power consumption after layout is estimated at 0.0002089 W. The worst setup slack after layout is 0.05474 ns.

The ratio of cells with drive above 1 in the final layout is ~40%. The flow ran to the end, and the final reports show no timing, DRC or antenna violations. In this run the cell area of the synthesized design comes to 778.2 µm². The placed wire-length estimate after detailed placement is 2.413 mm.

The first-pass iteration count of the detailed router is 4. The detailed-route vias per instance is 4.650. The number of hold violations in the final report is 0. The combined global-route utilization of all metal layers is under 10%. Hold timing on the final database bottoms out at a slack of about 1.5 ns. The count of hold buffers inserted by post-cts repair is 0. The number of warning messages in the logs is 67. Per the post-place timing report, worst setup slack is -0.4915 ns. The report lists the number of standard-cell rows as 21. At the floorplan stage, the core utilization is reported as 22.78%.

The overall die height is roughly 80 µm. In the Yosys report, the sequential cells make up 0% of the chip area. During placement, the flow inserted port buffers numbering 36. Per the final report, max-transition violations number 0. Entering global routing, the biggest net connects 16 pins. The final standard cell utilization of the core is a little over two fifths. The data required time reported for the critical path is 2.00 ns. The number of global-route vias before repair is between 1000 and 1500. The chip occupies 0.006400 mm². The script extracted a total leakage power of 0.6994 nW.

The number of antenna violations at the first check in global routing is 0. The termination of the worst setup path is RD[21]. The final weighted congestion in routability-driven placement is 0.8745.

The source of the critical timing path is A[3].
==> final cells by class <==
type	instances	area, µm²
multi-input combinational	92	725.7
fill	355	1946
tap	46	57.56
timing repair buffer	74	654.4
inverter	8	32.53
==> Yosys cell counts, types with 2 or more instances <==
cell,number
sky130_fd_sc_hd__and2b_4,2
sky130_fd_sc_hd__buf_4,11
sky130_fd_sc_hd__inv_1,7
sky130_fd_sc_hd__nor3_1,3
sky130_fd_sc_hd__o21a_1,2
sky130_fd_sc_hd__o211ai_1,3
sky130_fd_sc_hd__nand2_1,9
sky130_fd_sc_hd__nor3b_1,2
sky130_fd_sc_hd__ha_1,8
sky130_fd_sc_hd__nand3_1,4
sky130_fd_sc_hd__nor2_1,11
sky130_fd_sc_hd__a21oi_1,9
sky130_fd_sc_hd__a211oi_1,5
sky130_fd_sc_hd__nand2b_1,4
sky130_fd_sc_hd__a311oi_1,2
sky130_fd_sc_hd__buf_6,2
sky130_fd_sc_hd__o21ai_0,5
sky130_fd_sc_hd__a21boi_0,2
sky130_fd_sc_hd__nor2b_1,6
==> per-layer routing <==
layer	track usage, %	part of all wire, %	wire [µm]
met1	12.59	46	1411
met2	15.09	44	1335
met3	2.500	9.7	298
met4	0.3521	0.39	12
met5	0	0	0
==> logic make-up (layout without fill, tap and decap cells) <==
group	Yosys count	after routing	share of synthesized area, %
compound gates	36	36	33.44
fa+ha+maj	8	8	12.86
buf+inv	24	82	21.06
mux	1	1	1.286
other cells	1	2	0.4819
simple gates	45	45	30.87
==> worst min-delay path by stage <==
stage         startpoint     end
global route        A[5]  RD[22]
finish              A[5]  RD[22]
CTS                 A[4]  RD[13]
==> what timing repair did <==
| action | 4_1_cts | 5_1_grt |
|---|---|---|
| buffers inserted | 3 | 0 |
| endpoints found under the setup margin | 28 | 14 |
| pin swaps | 7 | 4 |
| gates resized | 42 | 19 |
==> through the flow <==
| step | setup TNS [ns] | cell area [µm²] |
|---|---|---|
| floorplan | 0 | 782.0 |
| global placement | -8.483 | 1329 |
| detailed placement | -8.301 | 1329 |
| CTS | 0 | 1406 |
| global route | -0.05721 | 1470 |
| finish | 0 | 1470 |
==> worst max-delay path, cell delays in order <==
cell                              delay [ns]
sky130_fd_sc_hd__clkdlybuf4s15_2        0.21
sky130_fd_sc_hd__buf_4                  0.15
sky130_fd_sc_hd__ha_4                   0.15
sky130_fd_sc_hd__and2b_4                0.18
sky130_fd_sc_hd__a2111oi_4              0.31
sky130_fd_sc_hd__buf_4                  0.17
sky130_fd_sc_hd__a311oi_2               0.03
sky130_fd_sc_hd__dlygate4sd2_1          0.25
==> power groups by stage <==
stage	logic (W)	clock network [W]	registers (W)
finish	0.000209	0	0
CTS	0.000200	0	0
global route	0.000231	0	0
==> cell usage in the layout, fill, tap and decap left out, drive strengths merged, types with 2 or more instances in the layout <==
cell / n
a211oi: 5
clkdlybuf4s50: 16
o21a: 2
dlygate4sd2: 11
o211ai: 3
nor2: 11
a21boi: 2
nand3: 4
nand2b: 4
dlymetal6s2s: 5
a311oi: 2
ha: 8
nor2b: 6
conb: 2
clkdlybuf4s15: 3
o21ai: 5
a21oi: 9
nor3: 3
nor3b: 3
and2b: 3
buf: 38
nand2: 9
inv: 8
Power figures rest on the tool's default switching activity, not on a simulated workload.
