$ cat flow/design.v
module register_files(A1,A2,A3,WD3,WE3,rst,clk,RD1,RD2);
        output [31:0] RD1,RD2;
        input clk,rst,WE3;
        input [4:0] A1,A2,A3;
        input [31:0] WD3 ;
        reg [31:0] Register [31:0];
        assign RD1 = (~rst) ? 32'h0000000 : Register[A1];
        assign RD2 = (~rst) ? 32'h0000000 : Register[A2];
       always @(posedge clk) 
       begin
         if (WE3) 
            Register[A3] <= WD3;
         end
        initial begin
           Register[5] = 32'h00000006;
           Register[6] = 32'h000000A;
        end
endmodule
$ cat flow/run.sh
#!/bin/bash
# OpenROAD 26Q1-2900-gdf79404cd8, Yosys 0.63+post, stock flow scripts
make -C /OpenROAD-flow-scripts/flow DESIGN_CONFIG=/design/flow/config.mk WORK_HOME=/design/flow/orfs finish
$ cat flow/config.mk
export PLATFORM = sky130hd
export DESIGN_NAME = register_files
export DESIGN_NICKNAME = register_files
export VERILOG_FILES = /design/flow/design.v
export SDC_FILE = /design/flow/constraint.sdc
export NUM_CORES = 4
export LEC_CHECK = 1
export CORE_UTILIZATION = 40
$ cat flow/constraint.sdc
current_design register_files

set clk_period 6.5
set clk_io_pct 0.2

create_clock -name clk0 -period $clk_period [get_ports {clk}]

set non_clock_inputs [all_inputs -no_clocks]
set_input_delay [expr $clk_period * $clk_io_pct] -clock clk0 $non_clock_inputs
set_output_delay [expr $clk_period * $clk_io_pct] -clock clk0 [all_outputs]
==> commit_impl_results.txt <==
Add synthesis and place-and-route results

- The OpenROAD report gives the critical path a required time of 5.20 ns.
- Count of hold-fix buffers inserted at cts: 0
* Flop pwr share: 49.3%
- Per the final layout report, the fraction of cells sized above drive strength 1 comes to 36.9%.
- Core occupancy in the finished layout: 46.8%
- Across all checked pins, the minimum headroom to the slew limit is 34.0%.
- Register with the most flip-flops: Register
- HPWL reported at the end of detailed placement: 88,600 um
* Number of antenna violations at the first check in global routing: 3
- The kind of cell with the highest combined delay along the critical path is buffers and inverters.
- Net Switching: 3.33 mW
- TritonCTS built the clock tree.
* Number of enable flip-flop cells: 1,024
- The min-delay analysis places its worst path in the category in -> reg.
* Power Total: 15.0 mW
- Worst-case setup margin in the final layout: 0.883 ns
- For reference, the final report shows the hold violation count at 0.
- CTS Buffer Depth: 3
- Number of H-tree levels: 3
* Transition time at the pin with the least slew margin: 0.987 ns
- The clock net in this run drives a total of 1,024 sinks.
- Number of optimization iterations in the first detailed-route pass: 5
- The number of global-route vias before repair came to 30.6k.
- STA classifies the critical path endpoint as a primary output.
- The timing report gives the clock slew at the launch and capture registers of the worst setup and hold paths as 0.06 ns.
* Total congestion overflow: 0
- Cell count in the Yosys report: 2,323
- Area figure in the yosys stat output: 0.0472 sq mm
- The startpoint identified for the worst hold timing path is WD3[30].
- The flow measured a signed area growth from synthesis to layout of 15.5%.
* Number of nets still failing antenna checks after routing: 0
- Final Wtd Congestion: 0.883
- #FFs+latches synth: 1,024
- Endpoints with negative setup slack in the final report add up to 0.
* Number of instances in the synthesized netlist: 2,323
- Chip area: 0.119 sq mm
* Floorplan core area: 0.117 sq mm
- CP Buf/Inv Count: 3
- In this run, CTS created clock tree buffers numbering 104.
- In this run the worst path has a maximum fanout of 26.
- Data on the critical path arrives at its endpoint at 4.32 ns.
* Initial drt markers: 1,744
- Final wirelength: 147,000 um
- Share of the clock period used by the worst path after layout: 86.4%
* Boundary Pins: 114
- The mapped netlist covers 0.0472 sq mm.
- Worst path cell trace: buf_4 > buf_4 > mux4_2 > mux2_2 > o221ai_1 > a31oi_1 > clkdlybuf4s50_1
- Unrepaired setup endpoints after global routing: no
* Slowest stage cell, crit path: a31oi_1
* Fp util: 40.5%
- Entering global routing, the biggest net connects 68 pins.
* Tmin final: 5.62 ns
* Logic pwr share: 8.8%
* Number of instances resized during post-cts repair: 0
* Maximum single-stage delay on the critical path: 0.68 ns
* Run status: completed
* Leakage power figure: 17.0 nW
- Number of buffers inserted to repair setup after CTS: 0
- The registers reported with the highest flop counts are Register (1024).
- After detailed routing, the number of vias per cell comes to 6.46.
- Number of pins exceeding their max-slew limit in the final report: 0
* WHS: 1.44 ns
- The number of maximum-capacitance violations recorded for the run is 0.
- Summing over every cut layer, the via total after detailed routing is 26.5k.
- Global-route wire length before repair: 212,000 um
* Count of tool warnings: 26
- Main flop type after synthesis: edfxtp_1
* Asr flop ratio synth: 0%
- Prior to clock tree synthesis, the placed netlist has a worst setup slack of 0.950 ns.
* Total DRC errors in the routed layout: 0
- Site Rows: 125
- Max reg flops: 1,024
- Timing-limited maximum frequency: 178 MHz
- Area contributors post-synth: edfxtp_1 (65%), mux4_2 (21%), mux2_2 (3.1%), mux2i_1 (2.7%), o221ai_1 (1.2%)
* Crit path top cell by count: buf_4
- Top cell type by total area after synthesis: edfxtp_1
* Synth Seq Share: 65.1%
- Placed Area: 0.0510 sq mm
- The worst-case IR drop observed on VDD is 0.221 mV.
- Average cell area after synthesis: 20.3 sq um
* Relative contribution of the clock network to total power: 41.9%
- The floorplan step set the die width to 346 um.
- In the Yosys stats the netlist draws on 28 distinct library cells.
- Synth top area share: 65.1%
- Per the OpenROAD floorplan log, the height of the die is 346 um.
- Worst Setup Start Kind: input pin
- Once layout is done, the placed cells without fillers occupy 0.0545 sq mm.
- The critical path starts at A2[1].
- Routed length per instance: 35.9 um
- The root buffer cell chosen for the clock tree is clkbuf_16.
- Number of warning messages in the yosys log: 1
- The detailed placer reported the number of placed instances as 3,915.
- Type of the worst setup path: in -> out
- Int Pwr: 11.6 mW
- For the final routed database, the setup TNS stands at 0 ns.
- P per Cell Area: 274 mW/mm^2
- Count of non-filler cells in the finished layout: 4,108
* Quantity of I/O buffers inserted on ports: 113
- Net Sw Frac: 22.2%
* Overall global routing resource usage: 27.4%
-- power groups by stage --
stage	Combinational, mW	Clock [mW]	Sequential [mW]
CTS	1.31	6.35	7.38
global route	1.39	6.59	7.39
finish	1.31	6.27	7.38
-- worst paths after layout --
check / end / depth (start not counted) / slack, ns
setup / recovery: RD2[14] / 7 / 0.88
hold / removal: Register[24][30] / 2 / 1.44
-- cell families after synthesis --
family | after synthesis | synth area share [%]
simple gates | 85 | 0.811
compound gates | 308 | 4.79
flops | 1024 | 65.1
buf+inv | 202 | 2.12
mux | 704 | 27.1
-- cells in the mapped netlist, types with 4 or more instances --
cell type	instances
a22oi_1	64
nor2_1	39
mux4_2	448
a31oi_1	64
buf_2	66
o221ai_1	64
edfxtp_1	1024
o21ai_0	30
buf_1	5
nand2_1	25
nor2b_1	4
nand3b_1	5
a221oi_1	52
buf_4	14
clkbuf_1	102
o2111ai_1	12
o21ai_1	22
mux2i_1	128
buf_6	10
mux2_2	128
-- area by class of cell --
| class | count | area (sq um) |
|---|---|---|
| clock inverters | 79 | 930 |
| flip-flops and latches | 1024 | 30700 |
| diodes | 1 | 2.50 |
| repair buffers | 268 | 2540 |
| clock buffers | 113 | 2660 |
| multi-input cells | 1097 | 15800 |
| well taps | 1524 | 1910 |
| fillers | 9399 | 62100 |
| inverters | 2 | 12.5 |
-- layer usage --
metal	GRT usage [%]	vias to the layer above	routed length [um]
met5	1.96	-	153
met4	9.23	8	6470
met3	22.7	334	27600
met2	39.3	2232	68300
met1	30.6	13300	44900
li1	-	10600	-
-- layout by cell type, fill, tap and decap left out, types with 5 or more instances in the layout --
cell type,instances
edfxtp_1,1024
mux4_2,448
buf_4,137
mux2i_1,128
mux2_2,128
clkbuf_16,105
clkdlybuf4s50_1,102
a22oi_1,64
o221ai_1,64
a31oi_1,64
a221oi_1,52
nor2_4,34
o21ai_0,30
nand2_1,25
clkinv_2,23
o21ai_1,22
clkinv_1,21
buf_12,20
bufinv_16,19
o2111ai_1,12
clkbuf_1,8
clkinvlp_4,6
nor2_1,5
nand3b_1,5
Power is estimated from default activity; no workload was simulated.
